==> design.v <==
module wb_bram #(
	parameter mem_file_name = "none",
	parameter adr_width = 11
) (
	input             clk_i, 
	input             rst_i,
	input             wb_stb_i,
	input             wb_cyc_i,
	input             wb_we_i,
	output            wb_ack_o,
	input      [31:0] wb_adr_i,
	output reg [31:0] wb_dat_o,
	input      [31:0] wb_dat_i,
	input      [ 3:0] wb_sel_i
);
parameter word_width = adr_width - 2;
parameter word_depth = (1 << word_width);
reg            [31:0] ram [0:word_depth-1];     
reg                   ack;
wire [word_width-1:0] adr;
assign adr        = wb_adr_i[adr_width-1:2];       
assign wb_ack_o   = wb_stb_i & ack;
always @(posedge clk_i)
begin
	if (wb_stb_i && wb_cyc_i) 
	begin
		if (wb_we_i) 
			ram[ adr ] <= wb_dat_i;
		wb_dat_o <= ram[ adr ];
		ack <= ~ack;
	end else
		ack <= 0;
end
initial 
begin
	if (mem_file_name != "none")
	begin
		$readmemh(mem_file_name, ram);
	end
end
endmodule
module wb_bram_milk #(
	parameter adr_width = 11
) (
	input             clk_i, 
	input             rst_i,
	input             wb_stb_i,
	input             wb_cyc_i,
	input             wb_we_i,
	output reg        wb_ack_o,
	input      [31:0] wb_adr_i,
	output     [31:0] wb_dat_o,
	input      [31:0] wb_dat_i,
	input      [ 3:0] wb_sel_i
);
parameter word_width = adr_width - 2;
parameter word_depth = (1 << word_width);
reg [7:0] ram0 [0:word_depth-1];
reg [7:0] ram1 [0:word_depth-1];
reg [7:0] ram2 [0:word_depth-1];
reg [7:0] ram3 [0:word_depth-1];
wire [word_width-1:0] adr;
wire [7:0] ram0di;
wire ram0we;
wire [7:0] ram1di;
wire ram1we;
wire [7:0] ram2di;
wire ram2we;
wire [7:0] ram3di;
wire ram3we;
reg [7:0] ram0do;
reg [7:0] ram1do;
reg [7:0] ram2do;
reg [7:0] ram3do;
always @(posedge clk_i) begin
	if(ram0we)
		ram0[adr] <= ram0di;
	ram0do <= ram0[adr];
end
always @(posedge clk_i) begin
	if(ram1we)
		ram1[adr] <= ram1di;
	ram1do <= ram1[adr];
end
always @(posedge clk_i) begin
	if(ram2we)
		ram2[adr] <= ram2di;
	ram2do <= ram2[adr];
end
always @(posedge clk_i) begin
	if(ram3we)
		ram3[adr] <= ram3di;
	ram3do <= ram3[adr];
end
assign ram0we = wb_cyc_i & wb_stb_i & wb_we_i & wb_sel_i[0];
assign ram1we = wb_cyc_i & wb_stb_i & wb_we_i & wb_sel_i[1];
assign ram2we = wb_cyc_i & wb_stb_i & wb_we_i & wb_sel_i[2];
assign ram3we = wb_cyc_i & wb_stb_i & wb_we_i & wb_sel_i[3];
assign ram0di = wb_dat_i[7:0];
assign ram1di = wb_dat_i[15:8];
assign ram2di = wb_dat_i[23:16];
assign ram3di = wb_dat_i[31:24];
assign wb_dat_o = {ram3do, ram2do, ram1do, ram0do};
assign adr = wb_adr_i[adr_width-1:2];
always @(posedge clk_i) begin
	if(rst_i)
		wb_ack_o <= 1'b0;
	else begin
		if(wb_cyc_i & wb_stb_i)
			wb_ack_o <= ~wb_ack_o;
		else
			wb_ack_o <= 1'b0;
	end
end
endmodule
==> run.sh <==
#!/bin/bash
# OpenROAD 26Q1-2900-gdf79404cd8, Yosys 0.63+post, stock flow scripts
make -C /OpenROAD-flow-scripts/flow DESIGN_CONFIG=/design/flow/config.mk WORK_HOME=/design/flow/orfs finish
==> config.mk <==
export PLATFORM = sky130hd
export DESIGN_NAME = wb_bram_milk
export DESIGN_NICKNAME = wb_bram_milk
export VERILOG_FILES = /design/flow/design.v
export SDC_FILE = /design/flow/constraint.sdc
export NUM_CORES = 4
export LEC_CHECK = 1
export CORE_UTILIZATION = 30
export SYNTH_MEMORY_MAX_BITS = 65536
==> constraint.sdc <==
current_design wb_bram_milk

set clk_period 87.4
set clk_io_pct 0.2

create_clock -name clk0 -period $clk_period [get_ports {clk_i}]

set non_clock_inputs [all_inputs -no_clocks]
set_input_delay [expr $clk_period * $clk_io_pct] -clock clk0 $non_clock_inputs
set_output_delay [expr $clk_period * $clk_io_pct] -clock clk0 [all_outputs]
==> run_results.csv <==
group,metric,value,unit
finish,final_core_util,0.344,
timing,timing_worst_slew_pin_value,1.54,ns
hold_path,worstHoldPathCells,1,
power_and_ir_drop,total_leakage_power,220,nW
timing,finalSetupViolCount,0,
floorplanning,die_area,2120000,sq um
cts,cts_resized,0,
drt,route.detailed.drc,0,
synth,topCombFamilyByArea,"multiplexers",
cts,clock_tree.buffer_depth,6,
timing,hold_viol,0,
setup_path,crit_path_capture_type,"flip-flop",
synth,yosys_area,633000,sq um
placed_design,dp_slack,59.67,ns
synth,post_synth_most_frequent_cells,"edfxtp_1 (16400), mux4_2 (3544), nor2_1 (2157)",
finish,post_route_cells_drive_above_1_share,0.233,
setup_path,critical_path_required,88.56,ns
outcome,violations,"slew limit",
finish,area_delta_synth_final,14.4,%
synth,synth-adder-area-share,0,
global_route,global_route.usage.total,0.186,
synth,synth.yosys.num_cells,30000,
timing,final_period_minus_worst_setup_slack,26.19,ns
timing,finalClockSkew,0.160,ns
synth,syn-cell-area,633000,sq um
hold_path,hold_class,"flip-flop to flip-flop",
synth,synth_cells,30000,
floorplanning,die_h,1.45,mm
timing,slew_headroom,-0.0240,
cts,post-cts-setup-buffers,0,
drt,drt_first_iter_violations,21500,
synth,synth-compound-area-share,0.0293,
timing,finalHoldWorstSlack,0.424,ns
synth,synth_cell_types,76,
synth,synth-edff-count,16400,
timing,min_period_over_period,0.300,
drt,wl_per_cell,30.6,microns
outcome,outcome,"complete, but fails checks",
synth,sequential_area_share_after_synthesis,0.779,
setup_path,r2r_setup_slack,82.44,ns
synth,synthMuxAreaShare,0.153,
synth,yosys-top-cells-area,"edfxtp_1 (78%), mux4_2 (13%), mux2i_1 (2.2%)",
synth,simple_gate_share_of_the_synthesized_area,0.0247,
setup_path,worst_ep_arrival_time,27.34,ns
drt,ant_nets,0,
floorplanning,fp_util,0.301,
synth,syn_avg_cell_area,21.1,sq um
floorplanning,io_pins,106,
global_route,overflow,0,
drt,avgViaCountPerCell,5.13,
setup_path,worst-setup-path-type,"input pin to flip-flop",
power_and_ir_drop,power.density,22.5,nW/um^2
floorplanning,area_of_the_placeable_core,2100000,sq um
timing,fin_setup_tns,0,ns
cts,cts_num_sinks,16400,
setup_path,ff2ff_path_depth,6,
synth,ys_ff,16400,
global_route,grt_pass1_vias,346000,
cts,ctsHoldBuffers,0,
drt,dr.pass1.iters,9,
drt,routed_wl,1850,mm
placed_design,gp_congestion,0.899,
cts,cts_inserted_buffers,1657,
synth,top_cell,"edfxtp_1",
setup_path,start_kind,"input pin",
timing,final_max_slew_viol_count,26,
timing,maximum_achievable_frequency,38.2,MHz
placed_design,dpl.hpwl,1200,mm
cts,htree_num_levels,7,
global_route,number_of_antenna_violations_at_the_first_check_in_global_routing,163,
cts,cts.root.buffer_cell,"clkbuf_16",
placed_design,io_buffer_count,82,
synth,async_reset_ff_frac,0,
cts,clock_latency_reported_for_the_late_side_of_the_worst_skew_pair,1.40,ns
floorplanning,die.size.x,1.45,mm
timing,grt_setup_unrepaired,"no",
synth,synth_top_area_share,0.778,
setup_path,worstPathMaxFanout,74,
flow_run,warnings,154,
drt,route.vias.total,311000,
cts,clkTransAtPathRegs,0.06,ns
flow_run,maxCapViolCount,0,
synth,synth_warnings,1,
finish,fillCellCount,191000,
synth,largest_area_cell,"edfxtp_1",
synth,dominantRegCellSynth,"edfxtp_1",
floorplanning,core.rowCount,533,
power_and_ir_drop,vdd.ir_drop.worst,0.0185,mV
global_route,grt_pass1_wl,2580,mm
timing,setup_slack,61.21,ns
synth,xor_area_frac,0,
global_route,pin_count_of_the_biggest_net_entering_global_routing,127,
cts,tritoncts_clock_tree,"yes",
## final cells by class
cell class,instances,area (sq um),share of cell area
clock inverter,951,8880,0.0123
clock buffer,1983,43000,0.0594
sequential,16400,493000,0.681
timing repair buffer,1272,10500,0.0145
multi-input combinational,11500,132000,0.183
antenna,357,893,0.00123
inverter,44,183,0.000252
tap,28100,35100,0.0486
## power breakdown
group	internal, mW	switching (mW)
combinational	0.237	0.519
clock	3.95	2.90
sequential	8.66	0.00522
total	12.9	3.42
## path summary, 6_finish.rpt
check	start	endpoint
setup reg to reg	ram0[502][6]	ram0do[6]
hold / removal	wb_ack_o	wb_ack_o
hold reg to reg	wb_ack_o	wb_ack_o
setup / recovery	wb_adr_i[2]	ram1do[4]
## state kept, by name (all words and copies together), names as in the netlist
register / flops
ram3: 4096
ram0: 4096
ram3do: 8
ram2: 4096
wb_ack_o: 1
ram2do: 8
ram1: 4096
ram0do: 8
ram1do: 8
## critical path: stages
cell,delay [ns]
buf_16,0.31
buf_4,0.64
buf_4,0.68
buf_4,0.66
buf_4,0.56
buf_4,0.52
buf_4,0.59
buf_4,0.64
buf_4,0.68
buf_12,0.49
mux4_2,0.57
mux2i_1,0.24
o21ai_0,0.29
o21ai_0,0.81
buf_4,0.35
nand4_1,0.31
nor4_1,0.59
nand4_1,0.17
buf_4,0.25
## metal layers
layer / track usage / vias to the layer above / wire, microns
li1: - / 128000 / -
met1: 0.168 / 158000 / 513000
met2: 0.271 / 21900 / 836000
met3: 0.181 / 3658 / 389000
met4: 0.0822 / 238 / 107000
met5: 0.0296 / - / 7860
## placed cells by master (no fill, tap or decap), drive strengths merged, types with 224 or more instances in the layout
cell type  instances
mux4            3547
nand3            224
mux2i           1413
o22ai            392
edfxtp         16400
a22oi            706
diode            357
nand4            340
a21oi            472
clkbuf          1983
nand2            464
o21ai            431
buf             1229
nor2            2157
mux2             234
clkinv           702
## stage by stage
step / power (mW) / instances / area (sq um)
detailed placement: 9.59 / 57300 / 671000
CTS: 16.4 / 60300 / 723000
global route: 16.7 / 60400 / 723000
finish: 16.3 / 60600 / 724000
global placement: 9.58 / 57300 / 671000
floorplan: 9.19 / 30000 / 633000
## logic make-up after synthesis
kind of cell           Yosys count
AND-OR/OR-AND                 2749
buffers and inverters         2034
AND/OR/NAND/NOR               3576
flip-flops                   16400
multiplexers                  5194
No activity file was given, so power comes from the tool's default toggle rates.
